File: design/flow/run.sh
#!/bin/bash
# OpenROAD 26Q1-2900-gdf79404cd8, Yosys 0.63+post, stock flow scripts
make -C /OpenROAD-flow-scripts/flow DESIGN_CONFIG=/design/flow/config.mk WORK_HOME=/design/flow/orfs finish
File: design/flow/config.mk
export PLATFORM = sky130hd
export DESIGN_NAME = usb_mouse
export DESIGN_NICKNAME = usb_mouse
export VERILOG_FILES = /design/flow/design.v
export SDC_FILE = /design/flow/constraint.sdc
export NUM_CORES = 4
export LEC_CHECK = 1
export CORE_UTILIZATION = 50
File: design/flow/constraint.sdc
current_design usb_mouse

set clk_period 6.3
set clk_io_pct 0.2

create_clock -name clk0 -period $clk_period [get_ports {clk}]

set non_clock_inputs [all_inputs -no_clocks]
set_input_delay [expr $clk_period * $clk_io_pct] -clock clk0 $non_clock_inputs
set_output_delay [expr $clk_period * $clk_io_pct] -clock clk0 [all_outputs]
File: design/flow/design.v
`timescale 1ns / 1ps
module ps2_transmitter(
    input clk,
    input rst,
    input clock_in,  
    input serial_data_in,  
    output reg [7:0] parallel_data_in,  
    output reg parallel_data_valid,  
    output reg data_in_error,  
    output reg clock_out,  
    output reg serial_data_out,  
    input [7:0] parallel_data_out,  
    input parallel_data_enable,  
    output reg data_out_complete,
    output reg busy,  
    output reg clock_output_oe,  
    output reg data_output_oe  
    );
    parameter [3:0] IDLE = 4'd0;
    parameter [3:0] WAIT_IO = 4'd1;
    parameter [3:0] DATA_IN = 4'd2;
    parameter [3:0] DATA_OUT = 4'd3;
    parameter [3:0] INITIALIZE = 4'd4;
    reg [3:0] state;
    reg [3:0] next_state;
    reg [10:0] data_out_buf;
    reg [10:0] data_in_buf;
    reg [3:0]  data_count;
    reg [15:0] clock_count;
    reg  [1:0]  clock_in_delay;
    wire clock_in_negedge;
    assign clock_in_negedge = (clock_in_delay == 2'b10) ? 1'b1 : 1'b0;
    always @(posedge clk) begin
        case(state)
        IDLE: begin
            next_state <= WAIT_IO;
            clock_output_oe <= 1'b0;
            data_output_oe <= 1'b0;
            data_in_error <= 1'b0;
            data_count <= 4'd0;
            busy <= 1'b0;
            parallel_data_valid <= 1'b0;
            clock_count <= 16'd0;
            data_in_buf <= 11'h0;
            data_out_buf <= 11'h0;
            clock_out <= 1'b1;
            serial_data_out <= 1'b1;
            data_out_complete <= 1'b0;
            parallel_data_in <= 8'h00;
        end
        WAIT_IO: begin
            if(clock_in_negedge) begin   
                next_state <= DATA_IN;
                busy <= 1'b1;
                data_count <= 4'd0;
            end
            else if(parallel_data_enable) begin  
                next_state <= INITIALIZE;
                busy <= 1'b1;
                data_count <= 4'd0;
                clock_output_oe <= 1'b1;
                clock_out <= 1'b0;   
                data_out_buf <= {parallel_data_out[0],parallel_data_out[1],parallel_data_out[2],parallel_data_out[3],
                                 parallel_data_out[4],parallel_data_out[5],parallel_data_out[6],parallel_data_out[7],
                                 ~^(parallel_data_out), 2'b11};
                data_output_oe <= 1'b1;
                serial_data_out <= 1'b0;
            end
        end
        DATA_IN: begin
            if(clock_in_negedge && (data_count < 4'd10)) begin
                data_in_buf <= {data_in_buf[9:0], serial_data_in};
                data_count <= data_count + 4'd1;
            end
            else if(data_count == 4'd10) begin
                next_state <= IDLE;
                data_count <= 4'd0;
                busy <= 1'b0;
                parallel_data_valid <= 1'b1;
                parallel_data_in <= {data_in_buf[2],data_in_buf[3],data_in_buf[4],data_in_buf[5],
                                     data_in_buf[6],data_in_buf[7],data_in_buf[8],data_in_buf[9]};
                if(data_in_buf[1] == ^(data_in_buf[9:2])) begin
                    data_in_error <= 1'b1;
                end
            end
        end
        INITIALIZE : begin
            if(clock_count < 16'd6000) begin
                clock_count <= clock_count + 16'd1;
                clock_output_oe <= 1'b1;
                clock_out <= 1'b0;
            end
            else begin
                next_state <= DATA_OUT;
                clock_output_oe <= 1'b0;
                clock_out <= 1'b1;
            end
        end
        DATA_OUT : begin
            if(clock_in_negedge) begin
                if(data_count < 4'd10) begin
                    data_count <= data_count + 4'd1;
                    serial_data_out <= data_out_buf[10];
                    data_out_buf <= {data_out_buf[9:0], 1'b0};
                end
                else if(data_count == 4'd10) begin
                    data_out_complete <= 1'b1;
                    next_state <= IDLE;
                    busy <= 1'b0;
                end
            end
        end
        endcase
        clock_in_delay <= {clock_in_delay[0], clock_in};
        if(rst) state <= IDLE;
        else state <= next_state;
    end
endmodule
`timescale 1ns / 1ps
module usb_mouse(
    input             clk,
    input             rst,
    inout             USB_CLOCK,
    inout             USB_DATA,
    output reg[7:0] mx,
    output reg [15:0] led
);
wire   USB_CLOCK_OE;
wire   USB_DATA_OE;
wire   USB_CLOCK_out;
wire   USB_CLOCK_in;
wire   USB_DATA_out;
wire   USB_DATA_in;
assign USB_CLOCK = (USB_CLOCK_OE) ? USB_CLOCK_out : 1'bz;
assign USB_DATA = (USB_DATA_OE) ? USB_DATA_out : 1'bz;
assign USB_CLOCK_in = USB_CLOCK;
assign USB_DATA_in = USB_DATA;
wire       PS2_valid;
wire [7:0] PS2_data_in;
wire       PS2_busy;
wire       PS2_error;
wire       PS2_complete;
reg        PS2_enable;
(* dont_touch = "true" *)reg  [7:0] PS2_data_out;
(* dont_touch = "true" *)reg  USB_CLOCK_d;
(* dont_touch = "true" *)reg  USB_DATA_d;
always @(posedge clk or posedge rst) begin
    if(rst) begin
        USB_CLOCK_d <= 1'b0;
        USB_DATA_d  <= 1'b0;
    end
    else begin
        USB_CLOCK_d <= USB_CLOCK_in;
        USB_DATA_d <= USB_DATA_in;
    end
end
ps2_transmitter ps2_transmitter(
    .clk(clk),
    .rst(rst),
    .clock_in(USB_CLOCK_in),
    .serial_data_in(USB_DATA_in),
    .parallel_data_in(PS2_data_in),
    .parallel_data_valid(PS2_valid),
    .busy(PS2_busy),
    .data_in_error(PS2_error),
    .clock_out(USB_CLOCK_out),
    .serial_data_out(USB_DATA_out),
    .parallel_data_out(PS2_data_out),
    .parallel_data_enable(PS2_enable),
    .data_out_complete(PS2_complete),
    .clock_output_oe(USB_CLOCK_OE),
    .data_output_oe(USB_DATA_OE)
);
genvar      i;
reg  [5:0]  led_bright[15:0];
reg  [5:0]  led_pwm_count[15:0];
reg         led_move_left, led_move_right;
reg  [15:0] led_selection_left, led_selection_right;
reg  [15:0] led_selection_move_left, led_selection_move_right;
always @(posedge clk or posedge rst) begin
    if(rst) begin
        led_selection_left <= 16'h0100;
        led_selection_right <= 16'h0080;
        mx<= 8'b01000000;
    end
    else if( |led_selection_move_left ) begin
        led_selection_left <= {led_selection_left[14:0], led_selection_left[15]};
        led_selection_right <= {led_selection_right[14:0], led_selection_right[15]};
        if(mx>6'b101111)
        mx<= mx-6'b101111;
        else
        mx <=101111;
    end
    else if( |led_selection_move_right ) begin
        led_selection_left <= {led_selection_left[0], led_selection_left[15:1]};
        led_selection_right <= {led_selection_right[0], led_selection_right[15:1]};
        if(mx < 8'b11100010)
        mx <= mx+6'b111101;
        else
        mx <=8'b0000000;
    end
end
generate
    for(i=0; i<16; i=i+1) begin : LED_control
        always @(posedge clk or posedge rst) begin
            if(rst) begin
                led_bright[i] <= (i==7) ? 6'h1F : ( (i==8) ? 6'h20 : 6'h00);
            end
            else if(led_move_left) begin
                if(led_selection_right[i]) begin
                    led_bright[i] <= led_bright[i] - 6'd1;
                end
                else if(led_selection_left[i]) begin
                    led_bright[i] <= led_bright[i] + 6'd1;
                end
                else begin
                    led_bright[i] <= 6'd0;
                end
                if(led_selection_right[i] & led_bright[i] == 6'h01) begin
                    led_selection_move_left[i] <= 1'b1;
                end
                else begin
                    led_selection_move_left[i] <= 1'b0;
                end
            end
            else if(led_move_right) begin
                if(led_selection_right[i]) begin
                    led_bright[i] <= led_bright[i] + 6'd1;
                end
                else if(led_selection_left[i]) begin
                    led_bright[i] <= led_bright[i] - 6'd1;
                end
                else begin
                    led_bright[i] <= 6'd0;
                end
                if(led_selection_left[i] & led_bright[i] == 6'h01) begin
                    led_selection_move_right[i] <= 1'b1;
                end
                else begin
                    led_selection_move_right[i] <= 1'b0;
                end
            end
            else begin
                led_selection_move_left[i] <= 1'b0;
                led_selection_move_right[i] <= 1'b0;
            end
        end
        always @(posedge clk or posedge rst) begin
            if(rst) begin
                led_pwm_count[i] <= 6'd0;
                led[i] <= 1'b0;
            end
            else if(led_pwm_count[i] < led_bright[i])begin
                led_pwm_count[i] <= led_pwm_count[i] + 6'd1;
                led[i] <= 1'b1;
            end
            else begin
                led_pwm_count[i] <= led_pwm_count[i] + 6'd1;
                led[i] <= 1'b0;
            end
        end
    end
endgenerate
parameter [3:0] IDLE = 4'd0;
parameter [3:0] SEND_RESET = 4'd1;
parameter [3:0] WAIT_ACKNOWLEDGE1 = 4'd2;
parameter [3:0] WAIT_SELF_TEST = 4'd3;
parameter [3:0] WAIT_MOUSE_ID = 4'd4;
parameter [3:0] ENABLE_DATA_REPORT = 4'd5;
parameter [3:0] WAIT_ACKNOWLEDGE2 = 4'd6;
parameter [3:0] GET_DATA1 = 4'd7;
parameter [3:0] GET_DATA2 = 4'd8;
parameter [3:0] GET_DATA3 = 4'd9;
(* dont_touch = "true" *)reg [3:0] state;
(* dont_touch = "true" *)reg [3:0] next_state;
always @(posedge clk or posedge rst) begin
    if(rst) begin
        state <= IDLE;
    end
    else begin
        state <= next_state;
    end
end
always @(posedge clk) begin
    case(state)
    IDLE: begin
        next_state <= SEND_RESET;
        PS2_enable <= 1'b0;
        PS2_data_out <= 8'h00;
    end
    SEND_RESET: begin
        if(~PS2_busy && PS2_complete) begin
            next_state <= WAIT_ACKNOWLEDGE1;
            PS2_enable <= 1'b0;
        end
        else begin
            next_state <= SEND_RESET;
            PS2_enable <= 1'b1;
            PS2_data_out <= 8'hFF;
        end
    end
    WAIT_ACKNOWLEDGE1: begin
        if(PS2_valid && (PS2_data_in == 8'hFA)) begin    
            next_state <= WAIT_SELF_TEST;
        end
        else begin
            next_state <= WAIT_ACKNOWLEDGE1;
        end
    end
    WAIT_SELF_TEST: begin
        if(PS2_valid && (PS2_data_in == 8'hAA)) begin    
            next_state <= WAIT_MOUSE_ID;
        end
        else begin
            next_state <= WAIT_SELF_TEST;
        end
    end
    WAIT_MOUSE_ID: begin
        if(PS2_valid && (PS2_data_in == 8'h00)) begin    
            next_state <= ENABLE_DATA_REPORT;
        end
        else begin
            next_state <= WAIT_MOUSE_ID;
        end
    end
    ENABLE_DATA_REPORT: begin
        if(~PS2_busy && PS2_complete) begin
            next_state <= WAIT_ACKNOWLEDGE2;
            PS2_enable <= 1'b0;
        end
        else begin
            next_state <= ENABLE_DATA_REPORT;
            PS2_enable <= 1'b1;
            PS2_data_out <= 8'hF4;
        end
    end
    WAIT_ACKNOWLEDGE2: begin
        if(PS2_valid && (PS2_data_in == 8'hFA)) begin    
            next_state <= GET_DATA1;
        end
        else begin
            next_state <= WAIT_ACKNOWLEDGE2;
        end
    end
    GET_DATA1: begin
        if(PS2_valid) begin
            led_move_left <= ((PS2_data_in[4]) | PS2_data_in[0]) ? 1'b1 : 1'b0;
            led_move_right <= ((~PS2_data_in[4]) | PS2_data_in[1]) ? 1'b1 : 1'b0;
            next_state <= GET_DATA2;
        end
        else begin
            led_move_left <= 1'b0;
            led_move_right <= 1'b0;
            next_state <= GET_DATA1;
        end
    end
    GET_DATA2: begin
        if(PS2_valid) begin
            next_state <= GET_DATA3;
        end
        else begin
            led_move_left <= 1'b0;
            led_move_right <= 1'b0;
            next_state <= GET_DATA2;
        end
    end
    GET_DATA3: begin
        if(PS2_valid) begin
            next_state <= GET_DATA1;
        end
        else begin
            next_state <= GET_DATA3;
        end
    end
    endcase
end
endmodule
==> results.toml <==
# physical design summary
[clock_network]
cts_setup_buffers = 0
cts_resized = 0
clockBufferDepth = 3
numCtsBuffers = 41
ctsHtreeMaxLevel = 2
clock_sinks = 355
holdBufCountCts = 0
root_buffer = "clkbuf_16"

[synthesis]
ff_type = "dfrtp_1"
synthCells = 2037
syn_area_mm2 = 0.02005
ys_sh_aoi_pct = 16.22
ys_cells = 2037
edf_count = 98
ys_chip_area_mm2 = 0.02005
synth_flops = 355
logic_family = "AND-OR/OR-AND gates"
yosys.cell_types.count = 76
synthAdderAreaFrac_pct = 9.237
xor_share_pct = 4.937
mux_share_pct = 2.422
synth.yosys.warnings = 6
synth.avg_cell_area_um2 = 9.842
ys_async_sr_fraction_pct = 70.99
ys_seq_share_pct = 46.69
simple_gate_area_share_pct = 16.01

[floorplanning]
rows = 72
die_width_um = 202.2
initial_utilization_pct = 51.28
die_h_um = 202.2
pin_count = 28

[placed_design]
portBuffers = 25
dp_hpwl_um = 26910
place_congestion = 0.8803

[run_status]
haltStage = "clock tree synthesis (4_1_cts)"
outcome = "aborted with a tool error"
tool.error = "[error] [KeplerFormal.cpp:679] Workflow failed: Iso has multiple drivers: .USB_DATA0, USB_DATA$_DFFE_PP_.Q0"
==> logic make-up after synthesis <==
logic type / count (synthesis)
buffers and inverters: 212
xor gates and xnor gates: 113
muxes: 48
and+or+nand+nor: 658
DFF: 355
AOI/OAI and AO/OA: 503
adders and majority gates: 148
==> Yosys cell counts (33+ instances only) <==
cell / number / area, µm²
mux2i_1: 44 / 440.4
o21ai_0: 150 / 750.7
dfrtp_1: 243 / 6081
and3_1: 38 / 237.7
a21oi_1: 73 / 365.4
edfxtp_1: 98 / 2943
a22oi_1: 50 / 375.4
nand2_1: 231 / 867.1
clkbuf_1: 41 / 153.9
nor2b_1: 33 / 206.5
o22ai_1: 47 / 294.0
ha_1: 148 / 1852
nand3_1: 105 / 525.5
xnor2_1: 85 / 744.5
a21o_1: 38 / 285.3
inv_1: 129 / 484.2
nor2_1: 91 / 341.6
nor3_1: 46 / 230.2
==> metrics by stage <==
| step | total power, mW | instance area [µm²] | setup slack, ns | instances |
|---|---|---|---|---|
| 3_3_place_gp | 3.602 | 20720 | 2.912 | 2516 |
| 2_1_floorplan | 3.394 | 20050 | 1.732 | 2037 |
| 3_5_place_dp | 3.615 | 20720 | 2.868 | 2516 |
Power figures rest on the tool's default switching activity, not on a simulated workload.
