## design.v

```verilog
`timescale 1ns / 1ps
module message_encoder(
    input [9:0] key,
    input [6:0] program,
    input [4:0] pitchshift,
    input clk,
    input mready,
    input ena,
    output reg [7:0] data,
    output reg mstart = 0
    );
    reg [9:0] key_reg = 0;
    reg [9:0] difference;
    reg [4:0] pitchshift_reg = 7;  
    reg [6:0] program_reg = 0;
    reg swifting = 0;  
    always @ (posedge clk) begin
        difference <= key ^ key_reg;  
        if (~ena) begin 
            data <= 0; 
            key_reg <= 0; 
        end else begin
            if (mready) begin
                if (pitchshift_reg != pitchshift) begin  
                    if (key_reg[0]) begin key_reg[0] <= 0; mstart <= 1; data <= {6'd0 + pitchshift_reg, 2'b0}; end
                    else if (key_reg[1]) begin key_reg[1] <= 0; mstart <= 1; data <= {6'd2 + pitchshift_reg, 2'b0}; end
                    else if (key_reg[2]) begin key_reg[2] <= 0; mstart <= 1; data <= {6'd3 + pitchshift_reg, 2'b0}; end
                    else if (key_reg[3]) begin key_reg[3] <= 0; mstart <= 1; data <= {6'd5 + pitchshift_reg, 2'b0}; end
                    else if (key_reg[4]) begin key_reg[4] <= 0; mstart <= 1; data <= {6'd7 + pitchshift_reg, 2'b0}; end
                    else if (key_reg[5]) begin key_reg[5] <= 0; mstart <= 1; data <= {6'd8 + pitchshift_reg, 2'b0}; end
                    else if (key_reg[6]) begin key_reg[6] <= 0; mstart <= 1; data <= {6'd10 + pitchshift_reg, 2'b0}; end
                    else if (key_reg[7]) begin key_reg[7] <= 0; mstart <= 1; data <= {6'd12 + pitchshift_reg, 2'b0}; end
                    else if (key_reg[8]) begin key_reg[8] <= 0; mstart <= 1; data <= {6'd14 + pitchshift_reg, 2'b0}; end
                    else if (key_reg[9]) begin key_reg[9] <= 0; mstart <= 1; data <= {6'd15 + pitchshift_reg, 2'b0}; end
                end else if (difference[0]) begin key_reg[0] <= key[0]; mstart <= 1; data <= key[0] ? {6'd0 + pitchshift_reg, 2'b10}:{6'd0 + pitchshift_reg, 2'b00}; end
                else if (difference[1]) begin key_reg[1] <= key[1]; mstart <= 1; data <= key[1] ? {6'd2 + pitchshift_reg, 2'b10}:{6'd2 + pitchshift_reg, 2'b00}; end
                else if (difference[2]) begin key_reg[2] <= key[2]; mstart <= 1; data <= key[2] ? {6'd3 + pitchshift_reg, 2'b10}:{6'd3 + pitchshift_reg, 2'b00}; end
                else if (difference[3]) begin key_reg[3] <= key[3]; mstart <= 1; data <= key[3] ? {6'd5 + pitchshift_reg, 2'b10}:{6'd5 + pitchshift_reg, 2'b00}; end
                else if (difference[4]) begin key_reg[4] <= key[4]; mstart <= 1; data <= key[4] ? {6'd7 + pitchshift_reg, 2'b10}:{6'd7 + pitchshift_reg, 2'b00}; end
                else if (difference[5]) begin key_reg[5] <= key[5]; mstart <= 1; data <= key[5] ? {6'd8 + pitchshift_reg, 2'b10}:{6'd8 + pitchshift_reg, 2'b00}; end
                else if (difference[6]) begin key_reg[6] <= key[6]; mstart <= 1; data <= key[6] ? {6'd10+ pitchshift_reg, 2'b10}:{6'd10 + pitchshift_reg, 2'b00}; end
                else if (difference[7]) begin key_reg[7] <= key[7]; mstart <= 1; data <= key[7] ? {6'd12+ pitchshift_reg, 2'b10}:{6'd12 + pitchshift_reg, 2'b00}; end
                else if (difference[8]) begin key_reg[8] <= key[8]; mstart <= 1; data <= key[8] ? {6'd14+ pitchshift_reg, 2'b10}:{6'd14 + pitchshift_reg, 2'b00}; end
                else if (difference[9]) begin key_reg[9] <= key[9]; mstart <= 1; data <= key[9] ? {6'd15+ pitchshift_reg, 2'b10}:{6'd15 + pitchshift_reg, 2'b00}; end
                else if (program_reg != program) begin program_reg <= program; mstart <= 1; data <= {program, 1'b1}; end
                else data <= 8'h00;
                pitchshift_reg <= pitchshift;  
            end else mstart <= 0;
        end
    end 
endmodule
`timescale 1ns / 1ps
module midi(
    input clk,
    input [9:0] key,
    input ena,
    input [6:0] program,
    input [4:0] pitchshift,
    output tx
    );
    wire tready, tstart, mready, mstart;
    wire [7:0] data;
    wire [7:0] tbus;
    message_encoder U1(key, program, pitchshift, clk, mready, ena, data, mstart);
    midi_encoder U2(data, mstart, mready, clk, tbus, tready, start);
    uart_tx U3(clk, tbus, tstart, tx, tready);
endmodule
`timescale 1ns / 1ps
module midi_encoder(
    input [7:0] data,
    input mstart,
    input mready,
    input clk,
    output reg [7:0] tbus,
    output tready,
    output reg tstart
    );
    reg working = 0;
    reg [1:0] datasel = 0;
    reg [7:0] data_reg;
    reg [23:0] midi;
    reg [7:0] volume = 64;  
    assign mready = ~working;
    always @ (posedge clk) begin
        if (mstart && ~working) begin
            working <= 1'b1;
            datasel <= 'b0;
            data_reg <= data;
        end else begin
            tstart <= 'b0;
            if (working) begin
                if (tready) begin
                    tstart <= 1'b1;
                    case (datasel)
                        0: tbus <= midi[23:16];
                        1: tbus <= midi[15:8];
                        2: tbus <= midi[7:0];
                        3: tbus <= 'b0;
                    endcase
                    datasel <= datasel + 2'b01;
                end
                else begin
                    if (~tready) tstart <= 'b0;
                    if (datasel == 2'b11) begin
                        working <= 1'b0;
                        datasel <= 1'b0;
                    end
                end
            end
        end
    end
    always @ (*) begin
        if (data_reg[0]) begin
            midi[23:16] = 8'hc0;
            midi[15:8] = data_reg[7:1];
            midi[7:0] = data_reg[7:1];
        end else begin
                case (data_reg[1])
                    0: midi[23:16] = 8'h80;
                    1: midi[23:16] = 8'h90;
                endcase
                midi[15:8] = 8'h32 + data_reg[7:2];
                midi[7:0] = {1'b0, volume[7:1]};
        end   
    end 
endmodule
`timescale 1ns / 1ps
module uart_tx(
    input clk,
    input [7:0] tbus,  
    input start,  
    output tx,
    output ready 
    );
    parameter CD_MAX = 2603, CD_WIDTH = 16;  
    reg [CD_WIDTH-1:0] cd_count = 0;
    reg [3:0] count = 0;
    reg running = 0;
    reg [10:0] shift = 11'h7ff;
    always@(posedge clk) begin
        if (running == 1'b0) begin
            shift <= {2'b11, tbus, 1'b0};
            running <= start;
            cd_count <= 'b0;
            count <= 'b0;
        end else if (cd_count == CD_MAX) begin
            shift <= {1'b1, shift[10:1]};
            cd_count <= 'b0;
            if (count == 4'd10) begin
                running <= 1'b0;
                count <= 'b0;
            end else count <= count + 1'b1;
        end else cd_count <= cd_count + 1'b1;
    end
    assign tx = (running == 1'b1) ? shift[0] : 1'b1;
    assign ready = ((running == 1'b0 && start == 1'b0) || (cd_count == CD_MAX && count == 4'd10)) ? 1'b1 : 1'b0;
endmodule
```

## run.sh

```bash
#!/bin/bash
# OpenROAD 26Q1-2900-gdf79404cd8, Yosys 0.63+post, stock flow scripts
make -C /OpenROAD-flow-scripts/flow DESIGN_CONFIG=/design/flow/config.mk WORK_HOME=/design/flow/orfs finish
```

## config.mk

```make
export PLATFORM = sky130hd
export DESIGN_NAME = midi
export DESIGN_NICKNAME = midi
export VERILOG_FILES = /design/flow/design.v
export SDC_FILE = /design/flow/constraint.sdc
export NUM_CORES = 4
export LEC_CHECK = 1
export CORE_UTILIZATION = 40
```

## constraint.sdc

```tcl
current_design midi

set clk_period 6.2
set clk_io_pct 0.2

create_clock -name clk0 -period $clk_period [get_ports {clk}]

set non_clock_inputs [all_inputs -no_clocks]
set_input_delay [expr $clk_period * $clk_io_pct] -clock clk0 $non_clock_inputs
set_output_delay [expr $clk_period * $clk_io_pct] -clock clk0 [all_outputs]
```

==> impl_metrics.env <==
# source this file to load flow results
export IMPL_aoi_share_pct=20.3
export IMPL_wl_per_cell_um=20.0
export IMPL_cts_root_buffer="clkbuf_16"
export IMPL_maxCapViolCount=0
export IMPL_hold_path_class="register to register"
export IMPL_synthTopLogicFamily="simple AND/OR/NAND/NOR gates"
export IMPL_synth_seq_share_pct=37.9
export IMPL_crit_family="AND-OR/OR-AND gates"
export IMPL_rr_worst_depth=8
export IMPL_cts_made_buffers=9
export IMPL_ys_warnings_count=5
export IMPL_power_density_nw_per_um2=217
export IMPL_clkSlewWorstSetupHoldPaths_ns=0.06
export IMPL_io_pins=25
export IMPL_hold_violations=0
export IMPL_cp_slowest_cell="a21oi_2"
export IMPL_xor_share_pct=8.53
export IMPL_wl_mm=16.8
export IMPL_syn_area_per_cell_sq_um=8.78
export IMPL_simple_gate_share_pct=21.3
export IMPL_cp_max_fo=15
export IMPL_syn_area_sq_um=5730
export IMPL_ys_cells=653
export IMPL_hold_ws_ns=0.433
export IMPL_yosys_stat_area_sq_um=5730
export IMPL_path_cells="clkdlybuf4s50_1 > xnor2_1 > and4_1 > a21oi_1 > a21oi_2 > nand3_1 > o221a_2"
export IMPL_topCellsByArea="edfxtp_1 19%, dfxtp_1 19%, xor2_1 5.2%"
export IMPL_endpoint_kind="register"
export IMPL_synthAdderAreaFrac_pct=4.36
export IMPL_ys_ff=90
export IMPL_min_from="U1.data[5]"
export IMPL_dp_hpwl_mm=12.2
export IMPL_r2r_start="U1.pitchshift_reg[2]"
export IMPL_setup_tns_ns=0
export IMPL_cts_resized=0
export IMPL_num_antenna_cells=0
export IMPL_rrSetupSlack_ns=2.91
export IMPL_holdPathStages=0
export IMPL_cts_setup_buffers=0
export IMPL_clk_path_buf_depth=2
export IMPL_rsz0062_at_grt="no"
export IMPL_p_sw_uw=330
export IMPL_grt_util_all_layers_pct=24.6
export IMPL_period_used_pct=55.1
export IMPL_path_class="input pin to register"
export IMPL_p_sw_share_pct=23.9
export IMPL_dr_pass1_iters=5
export IMPL_portBuffers=24
export IMPL_holdPathEnd="U2.data_reg[5]"
export IMPL_reg2reg_to="U1.data[4]"
export IMPL_pwr_share_clk_pct=43.6
export IMPL_die_w_um=122
export IMPL_setup_viol=0
export IMPL_antenna_found_initial=0
export IMPL_clkLatencyLatePin_ns=0.36
export IMPL_overflow=0
export IMPL_top_area_cell="edfxtp_1"
export IMPL_gp_congestion=1.02
export IMPL_seqPwrFrac_pct=48.1
export IMPL_drive_gt1_share_pct=7.61
export IMPL_maxSlewHeadroom_pct=40.7
export IMPL_max_freq_ghz=0.293
export IMPL_grt_pass1_wl_mm=26.4
export IMPL_antenna_left=0
export IMPL_status="finished, final reports clean"
export IMPL_period_minus_slack_ns=3.41
export IMPL_htree_levels=3
export IMPL_p_int_uw=1050
export IMPL_yosys_area_top_type_share_pct=19.4
export IMPL_slowest_delay_ns=0.58
export IMPL_dieArea_sq_um=14800
export IMPL_viasPerCell=5.96
export IMPL_drt_iter0_drc=474
export IMPL_yosys_cell_types_count=74
export IMPL_cts_tree="yes"
export IMPL_skew_ns=0.0173
export IMPL_vias=4991
export IMPL_initial_core_util_pct=41.1
export IMPL_tightest_slew_ns=0.888
export IMPL_area_delta_synth_final_pct=11.4
export IMPL_cts_sinks=90
export IMPL_synthFlopType="dfxtp_1"
export IMPL_warnings=38
export IMPL_worst_path_buf_inv=1
export IMPL_crit_required_ns=6.44
export IMPL_drv_slew=0
export IMPL_start_kind="input pin"
export IMPL_mux_share_pct=2.34
export IMPL_synth_edff_count=37
export IMPL_grt_pass1_vias=4565
export IMPL_synth_async_sr_flop_share_pct=0
export IMPL_arrival_ns=3.65
export IMPL_vdd_ir_drop_max_v=0.000101
export IMPL_p_comb_share_pct=8.3
export IMPL_die_h_um=122
export IMPL_drc=0
export IMPL_synth_cells=653
export IMPL_grt_start_max_net_pins=30
export IMPL_hold_buffers=0
export IMPL_p_leak_uw=0.00239
export IMPL_row_count=43
export IMPL_largest_reg_flops=16
export IMPL_core_region_area_sq_um=13900
[per-layer routing]
metal	global-route usage (%)	routed length [um]	vias to the layer above	part of all wire (%)
met4	7.02	682	0	4.1
li1	-	-	2379	-
met3	5.92	1310	52	7.8
met5	0	0	-	0
met1	39.4	7920	2344	47
met2	33.5	6860	216	41
[cells in the final DEF, fill, tap and decap left out, types with 4 or more instances in the layout]
master and count:
nand2b_1 10, xnor2_1 20, ha_1 20, edfxtp_1 37
o21a_1 5, a21boi_0 8, or2_2 6, nor4_1 5
and3_1 7, and2_1 6, a221oi_1 9, a31oi_1 7
buf_4 6, clkdlybuf4s50_1 24, xor2_1 34, a21oi_1 20
nand2_1 46, a211oi_1 6, clkbuf_16 9, nand4_1 8
o22ai_1 6, a2111oi_0 6, nor2b_1 19, nor3b_1 4
o211ai_1 9, dfxtp_1 53, nor3_1 12, nand3_1 29
mux2i_1 10, o21ai_0 46, nor2_1 60, inv_1 31
[synth_stat cells, types with 5 or more instances]
cell       count
a221oi_1       9
dfxtp_1       53
edfxtp_1      37
xnor2_1       20
nor2b_1       19
and2_1         6
mux2i_1       10
clkbuf_1      29
inv_1         31
or2_2          6
o211ai_1       9
ha_1          20
a2111oi_0      6
o21ai_0       46
nor4_1         5
nand2_1       46
o22ai_1        6
nand2b_1      10
nor2_1        60
a211oi_1       6
nand3_1       29
buf_2          7
a21oi_1       20
o21a_1         5
a31oi_1        7
nand4_1        8
xor2_1        34
and3_1         7
nor3_1        12
a21boi_0       8
[worst max path at each step]
| stage | depth (start not counted) | endpoint | from |
|---|---|---|---|
| final | 7 | U1.data[7] | pitchshift[2] |
| after CTS | 7 | U1.data[7] | program[6] |
| after global routing | 7 | U1.data[7] | program[6] |
[power groups by stage]
| stage | Combinational (uW) | Clock (uW) | Sequential (uW) |
|---|---|---|---|
| after CTS | 115 | 617 | 665 |
| final | 115 | 603 | 666 |
| after global routing | 127 | 644 | 668 |
[worst reg2reg max path, stage by stage (launching register included)]
cell and delay (ns):
edfxtp_1 0.81, inv_1 0.36, ha_1 0.57, nor2b_1 0.08
a2111oi_0 0.48, nor3_1 0.11, a311o_1 0.37, a32oi_1 0.24
a31oi_1 0.12
[through the flow]
| step | cells | worst slack (ns) | util, % | cell area [sq um] | total power, uW |
|---|---|---|---|---|---|
| 2_1_floorplan | 653 | 3.44 | - | 5730 | 743 |
| 3_3_place_gp | 821 | 2.47 | 43.5 | 6060 | 792 |
| 3_5_place_dp | 821 | 2.45 | 43.5 | 6060 | 793 |
| 4_1_cts | 837 | 2.82 | 45.8 | 6390 | 1400 |
| 5_1_grt | 837 | 2.53 | 45.8 | 6390 | 1440 |
| 6_report | 837 | 2.79 | 45.8 | 6390 | 1380 |
[logic make-up after synthesis]
logic type / Yosys count
compound gates: 168
flops: 90
mux: 13
buf+inv: 73
fa+ha+maj: 20
simple gates: 234
xor+xnor: 55
[final cells by class]
class	instances	area, sq um
Tap cell	180	225
Clock buffer	9	225
Sequential cell	90	2170
Fill cell	1376	7550
Timing Repair Buffer	30	285
Clock inverter	7	98.8
Inverter	31	116
Multi-Input combinational cell	490	3260
Power and IR drop assume default switching activity.
